File: ./run.sh
#!/bin/bash
# OpenROAD 26Q1-2900-gdf79404cd8, Yosys 0.63+post, stock flow scripts
make -C /OpenROAD-flow-scripts/flow DESIGN_CONFIG=/design/flow/config.mk WORK_HOME=/design/flow/orfs finish
File: ./config.mk
export PLATFORM = sky130hd
export DESIGN_NAME = spi_top
export DESIGN_NICKNAME = spi_top
export VERILOG_FILES = /design/flow/design.v
export SDC_FILE = /design/flow/constraint.sdc
export NUM_CORES = 4
export LEC_CHECK = 1
export CORE_UTILIZATION = 50
export SYNTH_HDL_FRONTEND = slang
File: ./constraint.sdc
current_design spi_top

set clk_period 7.5
set clk_io_pct 0.2

create_clock -name clk0 -period $clk_period [get_ports {wb_clk_in}]

set non_clock_inputs [all_inputs -no_clocks]
set_input_delay [expr $clk_period * $clk_io_pct] -clock clk0 $non_clock_inputs
set_output_delay [expr $clk_period * $clk_io_pct] -clock clk0 [all_outputs]
File: ./design.v
`timescale 1ns / 1ps
module spi_clkgen(input wb_clk, wb_rst, tip, go, last_clk, [15:0] divider,
        output reg sclk_out, cpol_0, cpol_1);
        reg [15:0] cnt;
        always @(posedge wb_clk, posedge wb_rst) begin
        if(wb_rst) cnt <= 16'd1;
        else if (tip & go) begin
        if (cnt == divider+1) cnt <= 16'd1;
        else cnt <= cnt + 1;
        end
        else begin 
        if (cnt == 0) cnt <= 16'd1;
        end
        end
        always @(posedge wb_clk, posedge wb_rst) begin
        if (wb_rst) sclk_out <= 0;
        else if(tip & go) begin
        if (cnt == divider + 1) begin
        if(!last_clk | sclk_out) begin
        sclk_out <= !sclk_out;
        end
        end
        end
        end
        always @(posedge wb_clk, posedge wb_rst) begin
        if (wb_rst) cpol_0 <= 0;
        else begin
        if (tip & go) begin
        if (!sclk_out) begin
        if (cnt == divider) cpol_0 <= 1;
        else cpol_0 <= 0;
        end
        end
        end
        end
        always @(posedge wb_clk, posedge wb_rst) begin
        if (wb_rst) cpol_1 <= 0;
        else begin
        if (tip & go) begin
        if (sclk_out) begin
        if (cnt == divider) cpol_1 <= 1;
        else cpol_1 <= 0;
        end
        end
        end
        end
endmodule
`timescale 1ns / 1ps
module spi_shiftreg(input sclk, cpol_0, cpol_1, wb_clk, wb_rst, rx_negedge, tx_negedge, lsb, go, miso,
        input [3:0] byte_sel,latch,
        input [7:0] len,  
        input [31:0] pin,
        input [3:0] latch1,
        output reg mosi, tip,
        output last, reg [31:0] pout);
        reg [8:0] char_count;  
        reg [127:0] master_data;  
        wire [7:0] tx_bit_pos;  
        wire [7:0] rx_bit_pos;  
        wire tx_clk, rx_clk;
        wire [8:0] char_count_1;
        always @(posedge wb_clk, posedge wb_rst) begin
        if (wb_rst) char_count <= 0;
        else if (tip) begin
        if (cpol_0) char_count <= char_count-1;
        end
        else char_count <= {1'b0,len};
        end
        always@(posedge wb_clk, posedge wb_rst) begin
        if (wb_rst) tip <= 0;
        else if (go && ~tip) tip <= 1;
        else if (last && tip && cpol_0) tip <= 0;
        end
        assign last = ~(|char_count);
        assign tx_clk = ((tx_negedge) ? cpol_1 : cpol_0) && tip;
        assign rx_clk = ((rx_negedge) ? cpol_1 : cpol_0) && tip;
        always @(posedge wb_clk, posedge wb_rst) begin
        if (wb_rst) mosi <= 0;
        else if (tx_clk) mosi <= master_data[tx_bit_pos];
        end
        always@(posedge wb_clk) begin
        if(rx_clk && !wb_rst) master_data[rx_bit_pos] <= miso;
        end
        assign char_count_1 = char_count;
        assign tx_bit_pos = lsb ? {!(|len), len} - char_count_1 : char_count_1;
        assign rx_bit_pos = lsb ? {!(|len), len} - char_count_1 : char_count_1;
        always@(posedge wb_clk, posedge wb_rst) begin
        if(wb_rst) master_data <= {128{1'b0}};
        else if (latch[0] && !tip) begin
                if(byte_sel[0]) master_data[7:0] <= pin[7:0];
                if(byte_sel[1]) master_data[15:8] <= pin[15:8];
                if(byte_sel[2]) master_data[23:16] <= pin[23:16];
                if(byte_sel[3]) master_data[31:24] <= pin[31:24];     
        end
        else if (latch[1] && !tip) begin
                if(byte_sel[0]) master_data[39:32] <= pin[7:0];
                if(byte_sel[1]) master_data[47:40] <= pin[15:8];
                if(byte_sel[2]) master_data[55:48] <= pin[23:16];
                if(byte_sel[3]) master_data[63:56] <= pin[31:24];     
        end
        else if (latch[2] && !tip) begin
                if(byte_sel[0]) master_data[71:64] <= pin[7:0];
                if(byte_sel[1]) master_data[79:72] <= pin[15:8];
                if(byte_sel[2]) master_data[87:80] <= pin[23:16];
                if(byte_sel[3]) master_data[95:88] <= pin[31:24];     
        end
        else if (latch[3] && !tip) begin
                if(byte_sel[0]) master_data[103:96] <= pin[7:0];
                if(byte_sel[1]) master_data[111:104] <= pin[15:8];
                if(byte_sel[2]) master_data[119:112] <= pin[23:16];
                if(byte_sel[3]) master_data[127:120] <= pin[31:24];     
        end
        end
        always@(posedge wb_clk, posedge wb_rst) begin
        if(wb_rst) pout <= {32{1'b0}};
        else if (latch1[0] && !tip) begin
                if(byte_sel[0]) pout[7:0] <= master_data[7:0];
                if(byte_sel[1]) pout[15:8] <= master_data[15:8];
                if(byte_sel[2]) pout[23:16] <= master_data[23:16];
                if(byte_sel[3]) pout[31:24] <= master_data[31:24];
        end
        else if (latch1[1] && !tip) begin
                if(byte_sel[0]) pout[7:0] <= master_data[39:32];
                if(byte_sel[1]) pout[15:8] <= master_data[47:40];
                if(byte_sel[2]) pout[23:16] <= master_data[55:48];
                if(byte_sel[3]) pout[31:24] <= master_data[63:56];     
        end
        else if (latch1[2] && !tip) begin
                if(byte_sel[0]) pout[7:0] <= master_data[71:64];
                if(byte_sel[1]) pout[15:8] <= master_data[79:72];
                if(byte_sel[2]) pout[23:16] <= master_data[87:80];
                if(byte_sel[3]) pout[31:24] <= master_data[95:88];    
        end
        else if (latch1[3] && !tip) begin
                if(byte_sel[0]) pout[7:0] <= master_data[103:96];
                if(byte_sel[1]) pout[15:8] <= master_data[111:104];
                if(byte_sel[2]) pout[23:16] <= master_data[119:112];
                if(byte_sel[3]) pout[31:24] <= master_data[127:120];     
        end
        end
endmodule
`timescale 1ns / 1ps
module spi_top(input wb_clk_in, wb_rst_in, wb_stb_in, wb_cyc_in, miso, wb_we_in,
        input [4:0] wb_addr_in, [31:0] wb_data_in, [3:0] wb_sel_in,
        output sclk_out, mosi,
        output reg wb_ack_out, wb_int_out,
        output reg [31:0] wb_data_out,
        output [31:0] ss_pad_o);
        wire rx_negedge;
        wire tx_negedge;
        wire [3:0] spi_tx_sel, spi_rx_sel;
        wire [7:0] char_len;
        wire go, ie, ass;
        wire lsb;
        wire cpol_0, cpol_1, last, tip;
        wire spi_divider_sel, spi_ctrl_sel, spi_ss_sel;
        reg [31:0] divider;
        reg [31:0] wb_temp_data;
        reg [13:0] ctrl;
        reg [31:0] ss;
        wire [31:0] tx,rx;
        wire in,out;
        spi_clkgen   clkgen(wb_clk_in, wb_rst_in, tip, go, last,divider[15:0],sclk_out, cpol_0, cpol_1);
        spi_shiftreg shiftreg(sclk_out, cpol_0, cpol_1, wb_clk_in, wb_rst_in, rx_negedge, tx_negedge, lsb, go, miso,
        wb_sel_in, {spi_tx_sel[3:0] & {4{wb_we_in}}}, char_len, tx, spi_rx_sel, mosi, tip, last, rx);
        assign spi_divider_sel = wb_cyc_in & wb_stb_in & {wb_addr_in == {5'b10100}};
        assign spi_ctrl_sel    = wb_cyc_in & wb_stb_in & {wb_addr_in == {5'b10000}};
        assign spi_ss_sel      = wb_cyc_in & wb_stb_in & {wb_addr_in == {5'b11000}};
        assign spi_tx_sel[0]   = wb_cyc_in & wb_stb_in & {wb_addr_in == {5'b00000}};
        assign spi_tx_sel[1]   = wb_cyc_in & wb_stb_in & {wb_addr_in == {5'b00100}};
        assign spi_tx_sel[2]   = wb_cyc_in & wb_stb_in & {wb_addr_in == {5'b01000}};
        assign spi_tx_sel[3]   = wb_cyc_in & wb_stb_in & {wb_addr_in == {5'b01100}};
        assign spi_rx_sel[0]   = {wb_addr_in == {5'b00000}};
        assign spi_rx_sel[1]   = {wb_addr_in == {5'b00100}};
        assign spi_rx_sel[2]   = {wb_addr_in == {5'b01000}};
        assign spi_rx_sel[3]   = {wb_addr_in == {5'b01100}};
        always@(*) begin
        case(wb_addr_in)
        5'b00000 : wb_temp_data = rx;
        5'b00100 : wb_temp_data = rx;
        5'b01000 : wb_temp_data = rx;
        5'b01100 : wb_temp_data = rx;
        5'b10000 : wb_temp_data = ctrl;
        5'b10100 : wb_temp_data = divider;
        5'b11000 : wb_temp_data = ss;
        default : wb_temp_data = 32'dx;
        endcase
        end
        assign tx = (|spi_tx_sel) ? wb_data_in : 32'd0;
        always @(posedge wb_clk_in, posedge wb_rst_in) begin
        if (wb_rst_in) wb_data_out <= 32'd0;
        else wb_data_out <= wb_temp_data;
        end
        always @(posedge wb_clk_in, posedge wb_rst_in) begin
        if (wb_rst_in) wb_ack_out <= 0;
        else wb_ack_out <= wb_cyc_in & wb_stb_in & ~wb_ack_out;
        end
        always @(posedge wb_clk_in, posedge wb_rst_in) begin
        if (wb_rst_in) wb_int_out <= 1'b0;
        else if (ie & tip & last & cpol_0) wb_int_out <= 1'b1;
        else if (wb_ack_out) wb_int_out <= 1'b0;
        end
        always @(posedge wb_clk_in, posedge wb_rst_in) begin
        if (wb_rst_in) divider <= 0;
        else if (spi_divider_sel && wb_we_in && !tip)
                begin
                if (wb_sel_in[0]) divider[7:0] <= wb_data_in[7:0];
                if (wb_sel_in[1]) divider[15:8] <= wb_data_in[15:8];
                if (wb_sel_in[2]) divider[23:16] <= wb_data_in[23:16];
                if (wb_sel_in[3]) divider[31:24] <= wb_data_in[31:24];
                end
        end
        always @(posedge wb_clk_in, posedge wb_rst_in) begin
        if (wb_rst_in) ctrl <= 0;
        else if (spi_ctrl_sel & wb_we_in & !tip) ctrl <= wb_data_in[13:0];
        else if (tip && last && cpol_0) ctrl[8] <= 1'b0;
        end
        assign rx_negedge = ctrl[9];
        assign tx_negedge = ctrl[10];
        assign lsb = ctrl[11];
        assign ie = ctrl[12];
        assign ass = ctrl[13];
        assign go = ctrl[8];
        assign char_len = ctrl[6:0];
        always @(posedge wb_clk_in, posedge wb_rst_in) begin
        if (wb_rst_in) ss <= 0;
        else if (spi_ss_sel && wb_we_in && !tip)
                begin
                if(wb_sel_in[0]) ss[7:0] <= wb_data_in[7:0];
                if(wb_sel_in[1]) ss[15:8] <= wb_data_in[15:8];
                if(wb_sel_in[2]) ss[23:16] <= wb_data_in[23:16];
                if(wb_sel_in[3]) ss[31:24] <= wb_data_in[31:24];
                end
        end
        assign ss_pad_o = ss;
endmodule
==> results.yml <==
# generated from flow reports
run_status:
  status: "aborted with a tool error"
  haltStage: "synthesis"
  error: "ERROR: Found 128 problems in 'check -assert'."
synth:
  synthMuxAreaShare_pct: 9.54
  edf_count: 128
  ys_seq_share_pct: 56.2
  ys_cells: 1951
  top_cell_area_share_pct: 37.1
  aoi_share_pct: 12.9
  synth-adder-area-share_pct: 0.777
  yosysUniqueCellTypes: 73
  top_area_cell: "dfrtp_1"
  ys_top_cells_by_count: "dfrtp_1 (301), nand2_1 (290), o21ai_0 (176)"
  synth_top_cell_by_count: "dfrtp_1"
  simple_gate_share_pct: 15.3
  area_leaders: "dfrtp_1 (37%), edfxtp_1 (19%), nand2_1 (5.4%), mux2_2 (5.0%), mux2i_1 (4.5%)"
  ff_type: "dfrtp_1"
  synth_flop_count: 430
  yosysChipArea_um2: 20300
  synth-async-reset-ratio_pct: 70.2
  yosysWarnings: 0
  top_logic_kind: "simple AND/OR/NAND/NOR gates"
  synth-xor-area-share_pct: 1.42
## logic make-up after synthesis
logic type	after synthesis
flip-flops	430
AND-OR/OR-AND	437
buffers and inverters	183
multiplexers	182
XOR/XNOR	33
AND/OR/NAND/NOR	674
adder cells (fa/ha/maj)	12
